===== run.sh =====
#!/bin/bash
# OpenROAD 26Q1-2900-gdf79404cd8, Yosys 0.63+post, stock flow scripts
make -C /OpenROAD-flow-scripts/flow DESIGN_CONFIG=/design/flow/config.mk WORK_HOME=/design/flow/orfs finish

===== config.mk =====
export PLATFORM = sky130hd
export DESIGN_NAME = master_interface
export DESIGN_NICKNAME = master_interface
export VERILOG_FILES = /design/flow/design.v
export SDC_FILE = /design/flow/constraint.sdc
export NUM_CORES = 4
export LEC_CHECK = 1
export CORE_UTILIZATION = 30

===== constraint.sdc =====
current_design master_interface

set clk_period 3.5
set clk_io_pct 0.2

create_clock -name clk0 -period $clk_period [get_ports {clk_i}]

set non_clock_inputs [all_inputs -no_clocks]
set_input_delay [expr $clk_period * $clk_io_pct] -clock clk0 $non_clock_inputs
set_output_delay [expr $clk_period * $clk_io_pct] -clock clk0 [all_outputs]

===== design.v =====
module chronometer_control #( parameter SIZE = 32, parameter VALUE = 5000000, 
parameter ADDR_SIZE = 10, parameter DATA_SIZE = 16) (
									       input 	     rst,
									       input 	     clk,
									       input 	     start_d,
									       input 	     stop_d,
									       input 	     restart_d,
											 input blink,
									       output [15:0] value,
											 output [ADDR_SIZE-1 : 0]  rd_addr,
											 input  [DATA_SIZE-1 : 0] rd_data,
											 output [ADDR_SIZE-1 : 0]  wr_addr,
											 output [DATA_SIZE-1 : 0]      wr_data,
											 output 			      wr_en,
											 output rd_en,
											 output cs,
											 input rd_done
									       );
   localparam IDLE = 3'b000;
   localparam RUN = 3'b001;
   localparam STOP = 3'b010;
   localparam START = 3'b011;
	localparam PRE_START = 3'b100;
   reg [2:0] 										     state_nxt, state_reg;
   reg [15:0] 										     value_nxt, value_reg;
   reg [SIZE-1:0] 									     cnt_nxt,cnt_reg;
   wire 										     start,stop,restart;
   reg [DATA_SIZE-1:0] 											     wr_data_nxt,wr_data_reg;
   reg [ADDR_SIZE-1:0] 											     wr_addr_reg,wr_addr_nxt,rd_addr_reg,rd_addr_nxt;
   reg 													     wr_en_reg,wr_en_nxt,rd_en_nxt,rd_en_reg;
   reg cs_nxt,cs_reg;
	assign wr_en = wr_en_reg;
	assign wr_data = wr_data_reg;
	assign rd_addr = rd_addr_reg;
	assign wr_addr = wr_addr_reg;
   assign rd_en = rd_en_reg;
   assign start = start_d & ~restart_d & ~stop_d;
   assign stop = ~start_d & ~restart_d & stop_d;
   assign restart = ~start_d & restart_d & ~stop_d;
	assign cs = cs_reg;
   assign value = value_reg;
   always @(*) begin
      value_nxt = value_reg;
      state_nxt = state_reg;
      cnt_nxt = cnt_reg;
      rd_addr_nxt = rd_addr_reg;
      wr_en_nxt = wr_en_reg;
      wr_addr_nxt = wr_addr_reg;
		wr_data_nxt = wr_data_reg;
		rd_en_nxt = rd_en_reg;
		cs_nxt = cs_reg;
      case(state_nxt)
	IDLE : begin
		value_nxt = 'b0;
		cnt_nxt = 'b0;
		wr_en_nxt = 1'b1;
		cs_nxt = 1'b1;
		wr_data_nxt = value_nxt;
	   if(start == 1'b1) begin
			wr_en_nxt = 1'b0;
		 state_nxt = RUN;		 
	   end
	end
	START: begin
		rd_en_nxt = 1'b0;
		if(rd_done) begin
			state_nxt = RUN;
			value_nxt = rd_data;
		end
	end
	RUN : begin
	   if(stop) begin
	      state_nxt = STOP;
	      wr_en_nxt = 1'b1;
	      wr_data_nxt = value_reg;
	      cs_nxt = 1'b0;
	      rd_addr_nxt = wr_addr_reg;  
	   end
	   else if(restart) begin
	      state_nxt = IDLE;	      
	   end
	   else begin
			state_nxt = RUN;
			cnt_nxt = cnt_reg+1;
			wr_en_nxt = 1'b0;
	      if(cnt_reg == VALUE) begin
				 value_nxt = value_reg + 1;
				 cnt_nxt = 'b1;
				 wr_en_nxt = 1'b1;
				 wr_data_nxt = value_nxt;
				 cs_nxt = 1'b1;
	      end
	   end
	end  
	STOP: begin
		wr_en_nxt = 1'b0;
		if(start) begin
			state_nxt = START;
			wr_addr_nxt = wr_addr_reg + 1;
			rd_en_nxt = 1'b1;
			cs_nxt = 1'b0;
		end
		else if(restart) begin
			state_nxt = IDLE;
			wr_addr_nxt = wr_addr_reg + 1;
		end
	end	
      endcase  
   end  
   always @(posedge clk or posedge rst) begin
      if(rst) begin
	 state_reg <= IDLE;
	 value_reg <= 'b0;
	 cnt_reg <= 'b0;
	 wr_en_reg <= 1'b0;
	 rd_en_reg <= 1'b0;
	 rd_addr_reg <= 'b0;
	 wr_addr_reg <= 'b0;
	 wr_data_reg <= 'b0;
	 cs_reg <= 1'b0;
      end
      else begin
		wr_data_reg <= wr_data_nxt;
	 state_reg <= state_nxt;
	 value_reg <= value_nxt;
	 wr_en_reg <= wr_en_nxt;
	 wr_addr_reg <= wr_addr_nxt;
	 rd_addr_reg <= rd_addr_nxt;
	 rd_en_reg <= rd_en_nxt;
	 cnt_reg <= cnt_nxt;
	 cs_reg <= cs_nxt;
      end
   end
endmodule  
module led_chronometer #( parameter CLK_FPGA = 100000000, parameter CLK_DIV = 5000000, parameter ADDR_SIZE = 4, parameter DATA_SIZE = 16) (
											  input 	rst,
											  input 	clk,
											  input 	start,
											  input 	stop,
											  input 	restart,
											  output [ADDR_SIZE-1 : 0]  rd_addr,
											 input  [DATA_SIZE-1 : 0] rd_data,
											 output [ADDR_SIZE-1 : 0]  wr_addr,
											 output [DATA_SIZE-1 : 0]      wr_data,
											 output 			      wr_en,
											 output rd_en,
											 output cs,
											 input rd_done,
											 output [15:0] value
											  );
   wire 			     blink;
   wire 			     clk_out,clk_int;
   chronometer_control #( .SIZE(32), .VALUE(CLK_DIV), .DATA_SIZE(DATA_SIZE), .ADDR_SIZE(ADDR_SIZE)) control (
				.clk(clk),
				.rst(rst),
				.start_d(start),
				.stop_d(stop),
				.restart_d(restart),
				.wr_data(wr_data),
			  .rd_data(rd_data),
			  .rd_addr(rd_addr),
			  .wr_addr(wr_addr),
			  .wr_en(wr_en),
			  .rd_en(rd_en),
			  .cs(cs),
			  .rd_done(rd_done),
			  .value(value)
				);
endmodule  
`timescale 1ns / 1ps
module master_interface #(parameter WB_DATA_WIDTH=32, parameter WB_ADDR_WIDTH=11,parameter GRANULARITY = 8,
	parameter CLK_FPGA=100000000, parameter CLK_DIV = 5000000,parameter DATA_SIZE=16,parameter ADDR_SIZE= 10) (
	input clk_i,
	input rst_i,
	output [WB_ADDR_WIDTH-1:0] addr_o,
	input [WB_DATA_WIDTH-1:0] data_i,
	output [WB_DATA_WIDTH-1:0] data_o,
	output stb_o,
	output [WB_DATA_WIDTH/GRANULARITY-1:0] sel_o,
	input ack_i,
	output cyc_o,
	output we_o,
	input start,
	input restart,
	input stop,
	output [15:0] value
    );
localparam IDLE = 2'b00;
localparam ACK_PHASE = 2'b01;
localparam DATA_PHASE = 2'b10;
reg [1:0] state_nxt ,state_reg;
wire rd_en,wr_en;
wire [ADDR_SIZE-1:0] rd_addr,wr_addr;
wire [DATA_SIZE-1:0] wr_data;
reg [DATA_SIZE-1:0] rd_data_reg,rd_data_nxt;
reg stb_reg,stb_nxt;
reg cyc_reg, cyc_nxt;
reg we_reg,we_nxt;
reg [WB_ADDR_WIDTH-1:0] addr_reg,addr_nxt;
reg [WB_DATA_WIDTH-1:0] data_reg,data_nxt;
reg [WB_DATA_WIDTH/GRANULARITY-1:0] sel_nxt,sel_reg;
wire en;
led_chronometer #( .CLK_FPGA(CLK_FPGA), .CLK_DIV(CLK_DIV), .DATA_SIZE(DATA_SIZE), .ADDR_SIZE(ADDR_SIZE)) led (
			  .clk(clk_i),
			  .rst(rst_i),
			  .start(start),
			  .stop(stop),
			  .restart(restart),
			  .wr_data(wr_data),
			  .rd_data(rd_data_reg),
			  .rd_addr(rd_addr),
			  .wr_addr(wr_addr),
			  .wr_en(wr_en),
			  .rd_en(rd_en),
			  .cs(en),
			  .rd_done(ack_i),
			  .value(value)
			  );
assign addr_o = addr_reg;
assign data_o = data_reg;
assign we_o = we_reg;
assign cyc_o = cyc_reg;
assign stb_o = stb_reg;
assign sel_o = sel_reg;
always @(*) begin
	state_nxt = state_reg;
	cyc_nxt = cyc_reg;
	sel_nxt = sel_reg;
	addr_nxt = addr_reg;
	data_nxt = data_reg;
	stb_nxt = stb_reg;
	we_nxt = we_reg;
	rd_data_nxt = rd_data_reg;
	case(state_nxt)
	IDLE:begin
		if(wr_en) begin
			state_nxt = ACK_PHASE;
			addr_nxt = {en,wr_addr};
			data_nxt = wr_data;
			cyc_nxt = 1'b1;
			stb_nxt = 1'b1;
			we_nxt = 1'b1;
			sel_nxt = 4'b0011;
		end
		else if(rd_en) begin
			state_nxt = ACK_PHASE;
			addr_nxt = {en,rd_addr};
			cyc_nxt = 1'b1;
			stb_nxt = 1'b1;
			we_nxt = 1'b0;
			sel_nxt = 4'b0011;
		end
	end
	ACK_PHASE: begin
		if(ack_i) begin
			state_nxt = IDLE;
			cyc_nxt = 1'b0;
			stb_nxt = 1'b0;
			rd_data_nxt = data_i;
		end
	end
	endcase
end
always @(posedge clk_i or posedge rst_i) begin
	if(rst_i) begin
		stb_reg <= 1'b0;
		cyc_reg <= 1'b0;
		addr_reg <= 'b0;
		data_reg <= 'b0;
		sel_reg <= 'b0;
		we_reg <= 1'b0;
		state_reg <= IDLE;
		rd_data_reg <= 'b0;
	end
	else begin
		rd_data_reg <= rd_data_nxt;
		stb_reg <= stb_nxt;
		cyc_reg <=cyc_nxt;
		addr_reg <= addr_nxt;
		data_reg <= data_nxt;
		sel_reg <= sel_nxt;
		state_reg <= state_nxt;
		we_reg <= we_nxt;
	end
end
endmodule

==> flow_metrics.env <==
# flow metrics
export IMPL_global_route_wire_length_before_repair_mm=26.3
export IMPL_timing_setup_tns_ps=0
export IMPL_crit_required_ps=3810
export IMPL_synth_sequential_area_ratio=0.492
export IMPL_drv_max_cap_violation_count=0
export IMPL_synth_cell_type_count=67
export IMPL_detailedRoute_firstIterationViolations=410
export IMPL_root_buffer="clkbuf_16"
export IMPL_final_skew_ps=9.91
export IMPL_flop_cell="dfrtp_1"
export IMPL_status="complete, no violations"
export IMPL_dpl_hpwl_mm=10.6
export IMPL_timing_max_transition_violations_final=0
export IMPL_flip_flops_with_a_built_in_enable=0
export IMPL_drtAntennaViolNets=0
export IMPL_r2r_slack_ps=930
export IMPL_critical_path_arrival_ps=2880
export IMPL_layout_min_cycle_time_ps=2570
export IMPL_largest_register_ffs=32
export IMPL_rr_worst_depth=6
export IMPL_cts_hold_buffers_added=0
export IMPL_placement_rows=55
export IMPL_start_to_end_type_of_the_worst_setup_path="flop to flop"
export IMPL_clkSlewWorstSetupHoldPaths_ps=60
export IMPL_antenna_diode_count=0
export IMPL_synth_async_reset_ratio=1.00
export IMPL_crit_path_max_fanout=14
export IMPL_synthesis_area_per_yosys_um2=7070
export IMPL_grt_overflow=0
export IMPL_clock_tree_buffer_depth=2
export IMPL_synth_top_cell_by_area="dfrtp_1"
export IMPL_fmax_mhz=388
export IMPL_globalplace_congestion=0.822
export IMPL_cp_end_kind="flop"
export IMPL_antenna_found_initial=0
export IMPL_layout_drive_gt1_share=0.154
export IMPL_layout_area_overhead_vs_synth_pct=22.6
export IMPL_tritoncts="built"
export IMPL_synth_yosys_warnings=2
export IMPL_route_detailed_vias_per_inst=4.84
export IMPL_design_die_area_um2=24200
export IMPL_vdd_drop_max_uv=279
export IMPL_total_clock_buffers_created_by_cts=17
export IMPL_comb_area_um2=3230
export IMPL_postCtsResizedCells=0
export IMPL_wire_length_per_cell_um=14.6
export IMPL_tightestPinTransition_ps=762
export IMPL_rr_endpoint="led.control.wr_data_reg[14]"
export IMPL_synthCells=695
export IMPL_ys_cells=695
export IMPL_design_core_area_um2=22800
export IMPL_syn_cell_area_um2=7070
export IMPL_area_sequential_um2=3480
export IMPL_buffer_ports_inserted=69
export IMPL_ys_seq_elements=139
export IMPL_synth_top_cells_by_area="dfrtp_1 (48%), mux2_2 (7.3%), o21ai_0 (4.7%)"
export IMPL_post_cts_setup_buffer_count=0
export IMPL_synth_area_per_cell_um2=10.2
export IMPL_timing_rr_start="led.control.value_reg[0]"
export IMPL_design_portCount=104
export IMPL_power_per_cell_area_nw_per_um2=603
export IMPL_hold_path_class="flop to flop"
export IMPL_combined_global_route_utilization_of_all_metal_layers=0.139
export IMPL_hold_ws_ps=476
export IMPL_die_w_um=156
export IMPL_start_kind="flop"
export IMPL_hold_violations=0
export IMPL_numClockSinks=139
export IMPL_vias_in_the_first_global_route=4904
export IMPL_num_fill_cells=2260
export IMPL_top_area_frac=0.485
export IMPL_final_min_period_over_clock_period=0.736
export IMPL_critPathLaunch="led.control.value_reg[0]"
export IMPL_ctsHtreeMaxLevel=4
export IMPL_initial_core_util=0.310
export IMPL_vias=5269
export IMPL_finalSetupViolCount=0
export IMPL_chipHeight_um=156
export IMPL_clk_latency_ps=420
export IMPL_p_leak_nw=3.62
export IMPL_drc=0
export IMPL_relSlewSlack=0.491
export IMPL_worst_setup_path_endpoint="led.control.wr_data_reg[14]"
export IMPL_postRouteWirelength_mm=15.9
export IMPL_grt_setup_unrepaired="false"
export IMPL_stage_log_warnings=44
export IMPL_maximum_number_of_pins_on_one_net_before_global_route_repair=102
export IMPL_dr_pass1_iters=5
metal layers:
| layer | share of wire | vias up | GRT usage |
|---|---|---|---|
| met3 | 0.048 | 13 | 0.0255 |
| met4 | 0.012 | 0 | 0.0149 |
| met5 | 0 | - | 0 |
| met2 | 0.44 | 129 | 0.208 |
| li1 | - | 2585 | - |
| met1 | 0.50 | 2542 | 0.222 |
kinds of logic after synthesis:
| group | synth area share |
|---|---|
| AOI/OAI and AO/OA | 0.120 |
| DFF | 0.492 |
| adders and majority gates | 0.00708 |
| buffers and inverters | 0.0594 |
| and+or+nand+nor | 0.162 |
| xor gates and xnor gates | 0.0483 |
| muxes | 0.111 |
| other | 0.000530 |
critical path, stage by stage (launching register included):
cell and delay, ps:
dfrtp_1 540, ha_1 290, nand3_1 410, nor4_1 650, nand2_1 130, mux2i_1 170, mux2_4 270
report_power, final:
part	internal, W	switching, W
combinational	0.000643	0.000498
clock	0.00115	0.000712
sequential	0.00193	0.000300
layout by cell type (no fill, tap or decap), types with 17 or more instances in the layout:
cell type,n
clkdlybuf4s50_1,69
nand2_1,78
dfrtp_1,137
mux2_2,46
o21ai_0,66
xor2_1,21
xnor2_1,18
nor2_1,40
buf_4,20
mux2i_1,19
conb_1,18
clkbuf_16,17
inv_1,23
nand3_1,18
nand4_1,22
a21oi_1,26
worst min-delay path by stage:
stage | startpoint | end | depth (start not counted)
CTS | state_reg[0] | state_reg[0] | 2
finish | data_reg[2] | data_reg[2] | 2
global route | data_reg[2] | data_reg[2] | 2
through the flow:
step	setup slack (ps)	cells	total power [W]	utilization	area [um2]
floorplan	1070	712	0.00290	-	7140
global placement	723	1056	0.00339	0.353	8060
detailed placement	707	1056	0.00341	0.353	8060
CTS	970	1088	0.00530	0.379	8670
global route	715	1088	0.00553	0.379	8670
finish	926	1088	0.00523	0.379	8670
synthesized netlist by cell type (2+ instances only):
master	n
a211oi_2	2
a21oi_1	26
a22oi_1	3
a31oi_1	3
a32o_1	2
a32oi_1	6
and2_1	2
and3_1	6
and4_1	8
buf_2	11
buf_4	21
buf_6	2
clkbuf_1	23
dfrtp_1	137
dfstp_2	2
ha_1	4
inv_1	24
mux2_2	46
mux2_4	5
mux2i_1	19
nand2_1	78
nand2b_1	2
nand3_1	18
nand4_1	22
nor2_1	40
nor2b_1	2
nor3_1	7
nor4_1	9
nor4b_1	2
o21ai_0	66
o22ai_1	3
o31a_1	3
o31ai_1	8
o32ai_1	2
or3_1	9
or4_1	4
xnor2_1	18
xor2_1	21
final cells by class:
class                      instances  area share
multi-input combinational        490       0.373
sequential                       139       0.402
tap                              313      0.0452
clock buffer                      20      0.0515
clock inverter                    12      0.0186
inverter                          24      0.0108
timing repair buffer              90      0.0993
Power is estimated from default activity; no workload was simulated.
