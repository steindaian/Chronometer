[design/flow/config.mk]
export PLATFORM = sky130hd
export DESIGN_NAME = slave_interface
export DESIGN_NICKNAME = slave_interface
export VERILOG_FILES = /design/flow/design.v
export SDC_FILE = /design/flow/constraint.sdc
export NUM_CORES = 4
export LEC_CHECK = 1
export CORE_UTILIZATION = 50
export SYNTH_MEMORY_MAX_BITS = 65536
[design/flow/constraint.sdc]
current_design slave_interface

set clk_period 11.2
set clk_io_pct 0.2

create_clock -name clk0 -period $clk_period [get_ports {clk_i}]

set non_clock_inputs [all_inputs -no_clocks]
set_input_delay [expr $clk_period * $clk_io_pct] -clock clk0 $non_clock_inputs
set_output_delay [expr $clk_period * $clk_io_pct] -clock clk0 [all_outputs]
[design/flow/design.v]
module bram_inf  #(parameter RAM_WIDTH = 16,    parameter RAM_ADDR_BITS = 9)   (
											       input 			      clk,
											       input [RAM_ADDR_BITS-1 : 0]  rd_addr,
											       output reg [RAM_WIDTH-1 : 0] rd_data,
											       input [RAM_ADDR_BITS-1 : 0]  wr_addr,
											       input [RAM_WIDTH-1 : 0]      wr_data,
											       input 			      wr_en
											       );
   reg [RAM_WIDTH- 1 : 0] 												      ram [2**RAM_ADDR_BITS-1:0];
				       											      always @(posedge clk)
																begin
																      if(wr_en)
																	ram[wr_addr] <= wr_data;
																      rd_data<= ram[rd_addr];
																end
endmodule
`timescale 1ns / 1ps
module slave_interface #(parameter WB_DATA_WIDTH=32, parameter WB_ADDR_WIDTH=11,parameter GRANULARITY = 8,
	parameter CLK_FPGA=100000000, parameter CLK_DIV = 5000000,parameter DATA_SIZE=16,parameter ADDR_SIZE= 10,
	parameter SLAVE_ADDR_WIDTH = 1) (
	input clk_i,
	input rst_i,
	input [WB_ADDR_WIDTH-1:0] addr_i,
	input [WB_DATA_WIDTH-1:0] data_i,
	output [WB_DATA_WIDTH-1:0] data_o,
	input stb_i,
	input [WB_DATA_WIDTH/GRANULARITY-1:0] sel_i,
	output ack_o,
	input cyc_i,
	input we_i,
	input [15:0] value
    );
wire start, wr_rd;
wire [WB_DATA_WIDTH-1:0] interface_data_o,interface_data_i;
wire wr_en;
wire [WB_DATA_WIDTH-1:0] tmp_data;
assign wr_en = (start == 1'b1 && wr_rd == 1'b1);
wb_slave slave (
	.clk_i(clk_i),
	.rst_i(rst_i),
	.addr_i(addr_i),
	.data_i(data_i),
	.data_o(data_o),
	.stb_i(stb_i),
	.sel_i(sel_i),
	.ack_o(ack_o),
	.cyc_i(cyc_i),
	.we_i(we_i),
	.start(start),
	.interface_data_o(interface_data_o),
	.interface_data_i(interface_data_i),
	.wr_rd(wr_rd),
	.value(value)
);
bram_inf #( .RAM_WIDTH(DATA_SIZE), .RAM_ADDR_BITS(ADDR_SIZE)) ram (
								     .clk(clk_i),
								     .wr_data(interface_data_o),
									  .rd_data(interface_data_i),
									  .rd_addr(addr_i),
									  .wr_addr(addr_i),
									  .wr_en(wr_en)
								     );
endmodule
`timescale 1ns / 1ps
module wb_slave #(parameter WB_DATA_WIDTH=32, parameter WB_ADDR_WIDTH=11,parameter GRANULARITY = 8,
parameter SLAVE_ADDR_WIDTH = 1, parameter SLAVE_ADDR = 0) (
	input clk_i,
	input rst_i,
	input [WB_ADDR_WIDTH-1:0] addr_i,
	input [WB_DATA_WIDTH-1:0] data_i,
	output [WB_DATA_WIDTH-1:0] data_o,
	input stb_i,
	input [WB_DATA_WIDTH/GRANULARITY-1:0] sel_i,
	output ack_o,
	input cyc_i,
	input we_i,
	output start,
	output wr_rd,
	output [WB_DATA_WIDTH-1:0] interface_data_o,
	input [WB_DATA_WIDTH-1:0] interface_data_i,
	input [15:0] value
    );
localparam IDLE = 2'b00;
localparam RUN = 2'b01;
reg state_nxt,state_reg;
reg [WB_DATA_WIDTH-1:0] data_reg,data_nxt;
reg ack_reg,ack_nxt;
reg start_nxt,start_reg;
reg [WB_DATA_WIDTH-1:0] tmp_data;
assign ack_o = ack_reg;
assign data_o = data_reg;
assign start = start_reg;
assign wr_rd = we_i;
assign interface_data_o = data_i;
always @(*) begin
	state_nxt= state_reg;
	start_nxt = start_reg;
	data_nxt = data_reg;
	ack_nxt = ack_reg;
	case(state_nxt)
	IDLE:begin
		ack_nxt = 1'b0;
		if(cyc_i & stb_i & (addr_i[WB_ADDR_WIDTH-1:WB_ADDR_WIDTH-SLAVE_ADDR_WIDTH] == SLAVE_ADDR)) begin
			state_nxt = RUN;
			start_nxt = 1'b1;
		end
	end
	RUN:begin
		start_nxt = 1'b0;
		if(cyc_i & stb_i & (addr_i[WB_ADDR_WIDTH-1:WB_ADDR_WIDTH-SLAVE_ADDR_WIDTH] == SLAVE_ADDR)) begin
			state_nxt = IDLE;
			ack_nxt = 1'b1;
			if(we_i) begin
				data_nxt = data_i;
			end
			else begin
				data_nxt = interface_data_i;
			end
		end
	end	
	endcase
end
always @(posedge clk_i or posedge rst_i) begin
	if(rst_i) begin
		state_reg <= IDLE;
		start_reg <= 'b0;
		data_reg <= 'b0;
		ack_reg <= 'b0;
	end
	else begin
		state_reg <= state_nxt;
		start_reg <= start_nxt;
		data_reg <= data_nxt;
		ack_reg <= ack_nxt;
	end
end
endmodule
[design/flow/run.sh]
#!/bin/bash
# OpenROAD 26Q1-2900-gdf79404cd8, Yosys 0.63+post, stock flow scripts
make -C /OpenROAD-flow-scripts/flow DESIGN_CONFIG=/design/flow/config.mk WORK_HOME=/design/flow/orfs finish
==> results.sh <==
# source this file to load flow results
export IMPL_worstSetupEndpointType="register"
export IMPL_global_route_overflow_total=0
export IMPL_clock_tree_root_cell="clkbuf_16"
export IMPL_cts_tree="built"
export IMPL_synth_lib_cells_used_distinct=59
export IMPL_layout_drive_gt1_share=0.181
export IMPL_yosysTopAreaCellShare=0.784
export IMPL_dr_first_iter_drc_count=21500
export IMPL_yosys_area_top_type="edfxtp_1"
export IMPL_timing_max_cap_violations=0
export IMPL_port_buffers=80
export IMPL_unrepaired_setup_endpoints_after_global_routing="no"
export IMPL_timing_final_crit_share=0.688
export IMPL_vias_in_the_first_global_route=336000
export IMPL_post_cts_hold_buffer_count=0
export IMPL_gr_usage_met1=0.374
export IMPL_setup_slack_ns=3.49
export IMPL_die_w_um=1120
export IMPL_route_final_wire_length_um=1800000
export IMPL_yosys_stat_cells=31800
export IMPL_power_switching_w=0.0270
export IMPL_crit_path_arrival_time_ns=8.88
export IMPL_switching_share=0.210
export IMPL_syn_cell_area_sq_um=628000
export IMPL_final_fill_count=89600
export IMPL_clock_fmax_mhz=130
export IMPL_hold_vio_cnt_final=0
export IMPL_setup_violations_final=0
export IMPL_finish_utilization=0.570
export IMPL_use_met3=0.278
export IMPL_chip_footprint_sq_um=1260000
export IMPL_power_per_cell_area_nw_per_um2=180
export IMPL_timing_critical_path_cells="buf_16, buf_4, nand4b_1, buf_4, buf_4, buf_4, o22ai_1, or3_1, nor4_1, a311oi_1, o21ai_0, o21ai_1, buf_4, or4_1"
export IMPL_final_weighted_congestion_of_routability_driven_global_placement=0.950
export IMPL_dr_pass1_iters=7
export IMPL_p_int_w=0.101
export IMPL_number_of_synthesis_warnings=6
export IMPL_post_cts_buffers=0
export IMPL_gr_util_met2=0.434
export IMPL_layer_carrying_the_most_global_route_usage="met2"
export IMPL_place_hpwl_um=1080000
export IMPL_pwr_share_clk=0.425
export IMPL_final_critical_path_required_period_ns=7.71
export IMPL_clk_pin_slew_ns=0.06
export IMPL_maximum_number_of_pins_on_one_net_before_global_route_repair=133
export IMPL_ys_seq_share=0.786
export IMPL_crit_type="primary input to register"
export IMPL_power_share_sequential=0.528
export IMPL_total_number_of_vias=319000
export IMPL_synthToLayoutAreaGrowth_pct=13.7
export IMPL_remaining_design_rule_violation_count=0
export IMPL_required_time_worst_endpoint_ns=12.37
export IMPL_critPathBufInv=6
export IMPL_netlist_top_cell_by_instances="edfxtp_1"
export IMPL_max_ffs_per_register=16400
export IMPL_syn_mean_instance_area_sq_um=19.8
export IMPL_edf_count=16400
export IMPL_antenna_found_initial=178
export IMPL_timing_clock_skew_ns=0.137
export IMPL_synth_cell_count_leaders="edfxtp_1, mux2i_1, o22ai_1"
export IMPL_detailed_place_area_sq_um=659000
export IMPL_route_antenna_remaining_nets=0
export IMPL_crit_fanout=33
export IMPL_crit_slowest_cell="nor4_1"
export IMPL_clock_sink_count=16400
export IMPL_final_tns_setup_ns=0
export IMPL_design_portCount=101
export IMPL_actual_transition_at_the_worst_max_transition_pin_ns=1.34
export IMPL_floorplan_core_util=0.501
export IMPL_final_cell_area_sq_um=714000
export IMPL_insertion_delay_at_the_late_pin_of_the_worst_skew_pair_ns=1.36
export IMPL_worstSetupStartpointType="primary input"
export IMPL_die_y_um=1120
export IMPL_placement_setup_worst_slack_ns=2.75
export IMPL_total_leakage_power_nw=237
export IMPL_timing_critical_path_slowest_cell_delay_ns=1.05
export IMPL_grt_util_all_layers=0.321
export IMPL_holdCritPathClass="register to register"
export IMPL_area_leaders="edfxtp_1, mux2i_1, mux4_2, o22ai_1, nor2_1"
export IMPL_clock_path_buffers=6
export IMPL_yosys_register_bits=16400
export IMPL_floorplan_core_area_sq_um=1250000
export IMPL_post_drt_via_cell_ratio=6.08
export IMPL_combinationalPowerShare=0.047
export IMPL_slew_headroom=0.104
export IMPL_syn_inst=31800
export IMPL_ir_worst_vdd_v=0.000164
export IMPL_status="finished clean"
export IMPL_postSynth_asyncResetShare=0.00213
export IMPL_ctsResizeCount=0
export IMPL_synthFlopType="edfxtp_1"
export IMPL_avgRoutedWirePerCell_um=34.3
export IMPL_grt_pass1_wl_um=2500000
export IMPL_cts_made_buffers=1713
export IMPL_placementRows=411
export IMPL_yosys_stat_chipArea_sq_um=628000
export IMPL_crit_family="buffers and inverters"
export IMPL_drv_slew=0
export IMPL_log_warning_count=127
export IMPL_htree_levels=7
export IMPL_crit_top_cell="buf_4"
-- metrics by stage --
stage	std cells	total power (W)	hold WS, ns
after floorplan	31800	0.0718	0.426
after global placement	48900	0.0750	0.486
after detailed placement	48900	0.0751	0.476
after CTS	51900	0.129	0.490
after global routing	52200	0.132	0.522
final	52400	0.128	0.482
-- path summary, 6_finish.rpt --
check                      depth (start not counted)                         from                        endpoint  slack, ns
setup / recovery                                  14                    addr_i[1]          ram.rd_data[9]$_DFF_P_       3.49
hold / removal                                     2    slave.ack_reg$_DFFE_PP0P_       slave.ack_reg$_DFFE_PP0P_       0.48
setup reg to reg                                   7  slave.start_reg$_DFFE_PP0P_      ram.ram[366][10]$_DFFE_PP_       6.33
hold reg to reg                                    2    slave.ack_reg$_DFFE_PP0P_       slave.ack_reg$_DFFE_PP0P_       0.48
max in group asynchronous                          3                        rst_i  slave.data_reg[22]$_DFFE_PP0P_       9.58
min in group asynchronous                          3                        rst_i       slave.state_reg$_DFF_PP0_       1.30
-- power groups by stage --
stage	Sequential [W]	Clock, W	Combinational, W
final	0.0678	0.0545	0.00606
after global routing	0.0678	0.0575	0.00640
after CTS	0.0678	0.0552	0.00602
-- cell families (layout without fill, tap and decap cells) --
kind of cell / after synthesis / in the layout / synth area share
compound gates: 3707 / 3707 / 0.0383
fa+ha+maj: 3 / 3 / 0.0000598
buf+inv: 2009 / 5392 / 0.0150
flops: 16400 / 16400 / 0.786
mux: 6822 / 6822 / 0.140
other cells: 0 / 527 / 0
simple gates: 2807 / 2807 / 0.0212
-- worst register-to-register path: stages (launching register included) --
cell     delay [ns]
dfrtp_1        0.58
nand2_1        0.51
nor2b_2        0.25
buf_4          0.31
nand2_4        0.79
buf_4          0.75
nor2_1         0.98
buf_4          0.35
-- layer usage --
layer	vias up	wire [um]
met4	228	88100
met3	3440	359000
met2	20300	813000
met1	159000	532000
li1	136000	-
met5	-	7390
-- area by class of cell --
class	count	area, sq um	share of cell area
clock buffers	2103	44800	0.0628
clock inverters	932	8400	0.0118
inverters	19	71.3	0.0000999
repair buffers	2338	19400	0.0272
diodes	527	1320	0.00185
flip-flops and latches	16400	493000	0.691
multi-input cells	13300	126000	0.176
well taps	16700	20900	0.0293
-- cells in the final DEF (no fill, tap or decap), types with 157 or more instances in the layout --
cell           n
edfxtp_1   16400
mux2i_1     5088
o22ai_1     2186
buf_4       2137
clkbuf_16   1736
mux4_2      1533
nor2_1      1430
diode_2      527
a22oi_1      467
clkinv_1     418
nor4_1       394
o21ai_0      374
clkbuf_1     364
clkinv_2     294
nand3_1      258
or4_1        215
mux2_2       200
nand2_1      168
a21oi_1      157
Power figures rest on the tool's default switching activity, not on a simulated workload.
