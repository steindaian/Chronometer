==> flow/design.v <==
module display_7_seg (
		      input 	   clk,
		      input 	   rst,
		      input [15:0] data,
		      output [7:0] hex_display,
		      output [3:0] an
		      );
   localparam N = 18;
   reg [N-1:0] 		     count;  
   always @ (posedge clk or posedge rst)
     begin
	if (rst)
	  count <= 0;
	else
	  count <= count + 1;
     end
   reg [6:0]sseg;  
   reg [3:0] an_temp;  
   always @ (*)
     begin
	case(count[N-6:N-7])  
	  2'b00 :   
	    begin
	       sseg = data[3:0];
	       an_temp = 4'b1110;
	    end
	  2'b01:   
	    begin
	       sseg = data[7:4];
	       an_temp = 4'b1101;
	    end
	  2'b10:   
	    begin
	       sseg = data[11:8];
	       an_temp = 4'b1011;
	    end
	  2'b11:   
	    begin
	       sseg = data[15:12];
	       an_temp = 4'b0111;
	    end
	endcase
     end
   assign an = an_temp;
   reg [6:0] sseg_temp;  
   always @ (*)
		      begin
			 case(sseg)
			   4'd0 : sseg_temp = 7'b1000000;  
			   4'd1 : sseg_temp = 7'b1111001;  
			   4'd2 : sseg_temp = 7'b0100100;  
			   4'd3 : sseg_temp = 7'b0110000;  
			   4'd4 : sseg_temp = 7'b0011001;  
			   4'd5 : sseg_temp = 7'b0010010;  
			   4'd6 : sseg_temp = 7'b0000010;  
			   4'd7 : sseg_temp = 7'b1111000;  
			   4'd8 : sseg_temp = 7'b0000000;  
			   4'd9 : sseg_temp = 7'b0010000;  
			   4'ha: sseg_temp = 7'b0001000; 
			   4'hb: sseg_temp = 7'b0000011; 
			   4'hc: sseg_temp = 7'b1000110; 
			   4'hd: sseg_temp = 7'b0100001; 
			   4'he: sseg_temp = 7'b0000110; 
			   4'hf: sseg_temp = 7'b0001110; 
			   default : sseg_temp = 7'b0111111;  
			 endcase
		      end
   assign hex_display = {1'b1,sseg_temp};  
endmodule
`timescale 1ns / 1ps
module display_slave #(parameter WB_DATA_WIDTH=32, parameter WB_ADDR_WIDTH=11,parameter GRANULARITY = 8,
	parameter CLK_FPGA=100000000, parameter CLK_DIV = 5000000,parameter DATA_SIZE=16,parameter ADDR_SIZE= 10,
	parameter SLAVE_ADDR_WIDTH = 1) (
	input clk_i,
	input rst_i,
	input [WB_ADDR_WIDTH-1:0] addr_i,
	input [WB_DATA_WIDTH-1:0] data_i,
	output [WB_DATA_WIDTH-1:0] data_o,
	input stb_i,
	input [WB_DATA_WIDTH/GRANULARITY-1:0] sel_i,
	output ack_o,
	input cyc_i,
	input we_i,
	output [3:0] an,
	output [7:0] hex_display
    );
	wire [15:0] value;
	wire [WB_DATA_WIDTH-1:0] interface_data_o;
	wire start,wr_rd;
	assign value = interface_data_o;
	display_7_seg display (
			  .clk(clk_i),
			  .rst(rst_i),
			  .data(value),
			  .hex_display(hex_display),
			  .an(an)
			  );
	wb_slave #( .SLAVE_ADDR(1'b1)) slave (
	.clk_i(clk_i),
	.rst_i(rst_i),
	.addr_i(addr_i),
	.data_i(data_i),
	.data_o(data_o),
	.stb_i(stb_i),
	.sel_i(sel_i),
	.ack_o(ack_o),
	.cyc_i(cyc_i),
	.we_i(we_i),
	.start(start),
	.interface_data_o(interface_data_o),
	.interface_data_i(),
	.wr_rd(wr_rd)
);
endmodule
`timescale 1ns / 1ps
module wb_slave #(parameter WB_DATA_WIDTH=32, parameter WB_ADDR_WIDTH=11,parameter GRANULARITY = 8,
parameter SLAVE_ADDR_WIDTH = 1, parameter SLAVE_ADDR = 0) (
	input clk_i,
	input rst_i,
	input [WB_ADDR_WIDTH-1:0] addr_i,
	input [WB_DATA_WIDTH-1:0] data_i,
	output [WB_DATA_WIDTH-1:0] data_o,
	input stb_i,
	input [WB_DATA_WIDTH/GRANULARITY-1:0] sel_i,
	output ack_o,
	input cyc_i,
	input we_i,
	output start,
	output wr_rd,
	output [WB_DATA_WIDTH-1:0] interface_data_o,
	input [WB_DATA_WIDTH-1:0] interface_data_i,
	input [15:0] value
    );
localparam IDLE = 2'b00;
localparam RUN = 2'b01;
reg state_nxt,state_reg;
reg [WB_DATA_WIDTH-1:0] data_reg,data_nxt;
reg ack_reg,ack_nxt;
reg start_nxt,start_reg;
reg [WB_DATA_WIDTH-1:0] tmp_data;
assign ack_o = ack_reg;
assign data_o = data_reg;
assign start = start_reg;
assign wr_rd = we_i;
assign interface_data_o = data_i;
always @(*) begin
	state_nxt= state_reg;
	start_nxt = start_reg;
	data_nxt = data_reg;
	ack_nxt = ack_reg;
	case(state_nxt)
	IDLE:begin
		ack_nxt = 1'b0;
		if(cyc_i & stb_i & (addr_i[WB_ADDR_WIDTH-1:WB_ADDR_WIDTH-SLAVE_ADDR_WIDTH] == SLAVE_ADDR)) begin
			state_nxt = RUN;
			start_nxt = 1'b1;
		end
	end
	RUN:begin
		start_nxt = 1'b0;
		if(cyc_i & stb_i & (addr_i[WB_ADDR_WIDTH-1:WB_ADDR_WIDTH-SLAVE_ADDR_WIDTH] == SLAVE_ADDR)) begin
			state_nxt = IDLE;
			ack_nxt = 1'b1;
			if(we_i) begin
				data_nxt = data_i;
			end
			else begin
				data_nxt = interface_data_i;
			end
		end
	end	
	endcase
end
always @(posedge clk_i or posedge rst_i) begin
	if(rst_i) begin
		state_reg <= IDLE;
		start_reg <= 'b0;
		data_reg <= 'b0;
		ack_reg <= 'b0;
	end
	else begin
		state_reg <= state_nxt;
		start_reg <= start_nxt;
		data_reg <= data_nxt;
		ack_reg <= ack_nxt;
	end
end
endmodule
==> flow/run.sh <==
#!/bin/bash
# OpenROAD 26Q1-2900-gdf79404cd8, Yosys 0.63+post, stock flow scripts
make -C /OpenROAD-flow-scripts/flow DESIGN_CONFIG=/design/flow/config.mk WORK_HOME=/design/flow/orfs finish
==> flow/config.mk <==
export PLATFORM = sky130hd
export DESIGN_NAME = display_slave
export DESIGN_NICKNAME = display_slave
export VERILOG_FILES = /design/flow/design.v
export SDC_FILE = /design/flow/constraint.sdc
export NUM_CORES = 4
export LEC_CHECK = 1
export CORE_UTILIZATION = 40
==> flow/constraint.sdc <==
current_design display_slave

set clk_period 2.6
set clk_io_pct 0.2

create_clock -name clk0 -period $clk_period [get_ports {clk_i}]

set non_clock_inputs [all_inputs -no_clocks]
set_input_delay [expr $clk_period * $clk_io_pct] -clock clk0 $non_clock_inputs
set_output_delay [expr $clk_period * $clk_io_pct] -clock clk0 [all_outputs]
==> run notes <==
Figures from the implementation reports.

- The final reports fail on negative setup slack.
- The number of flip-flops in the largest register is 32.
- The reported max-cap violation count is 0.
- STA classifies the critical path endpoint as a primary output.
- The launching instance or port of the critical path is display.count[11]$_DFF_PP0_.
- The flow ran to the end, but the final reports show violations.
- The number of cell instances after yosys synthesis is 164.
- Per the summary, power density relative to cell area is 721.5 nW/um^2.
- The total global-route track usage reads 18.34%.
- The number of endpoints failing setup at the final stage is 6.
- Setup repair after global routing could not meet its margin everywhere.
- For reference, the post-synthesis area per instance comes to 13.44 um^2.
- The launch point of the worst hold path is display.count[0]$_DFF_PP0_.
- Timing would allow up to 366.8 MHz.
- In the layout the commonest cells are sky130_fd_sc_hd__clkdlybuf4s50_1 (61), sky130_fd_sc_hd__dfrtp_1 (46), sky130_fd_sc_hd__mux2_2 (33).
- From left edge to right edge, the die measures 76.24 um.
- The part of the Yosys area used for sequential elements reads 53.35%.
- The Yosys step of the flow raised 34 warnings.
- The initial antenna violation count is 0.
- The count of input and output buffers reads 80.
- The total number of clock tree sinks reads 47.
- Data on the critical path is required at its endpoint by 2.08 ns.
- The TritonCTS clock tree is yes.
- Max-slew check failures listed in the final report amount to 0.
- The total standard cell area after synthesis is 2205 um^2.
- The worst reg2reg path startpoint is display.count[11]$_DFF_PP0_.
- The buffer and inverter count on the worst path is 3.
- The class of the most critical hold timing path is flop to flop.
- The worst IR drop on VDD is 0.4838 mV.
- The wire length after detailed routing is 4.815 mm.
- The leakage power reads 1.519 nW.
- The via total after detailed routing is 1632.
- The tally of OpenROAD warnings reads 49.
- The library cell used most frequently in the layout, excluding fill and tap cells, is sky130_fd_sc_hd__clkdlybuf4s50_1.
- After its last routability iteration, the placer logged a weighted congestion of 0.8412.
- The share of the clock period used by the worst path reads 104.9%.
- The minimum clock period after layout is 2.726 ns.
- The first detailed-routing pass took 4 iterations.
- The arrival time at the worst endpoint is 2.21 ns.
- The synthesis area per yosys reads 2205 um^2.
- The number of global-route vias before repair is 1702.
- The cell count after synthesis reads 164.
- The sum of overflow across all layers after global routing is 0.
- The count of standard-cell rows reads 26.
- The fraction of layout cells with a size suffix above 1 is 36.30%.
- The type of the worst setup path reads flop to primary output.
- The detailed-route DRC error count reads 0.
- The sequential cell area reads 1177 um^2.
- The utilization of the core after routing is 65.99%.
- The fill cell total of the finished layout reads 392.
- The first-pass GRT wire length reads 8.197 mm.
- The maximum fanout count along the critical path reads 4.
- The sum of negative setup slack is -0.4473 ns.
- For this design, the CTS-stage hold fixing added 0 buffers.
- The critical path's largest stage delay is 0.61 ns.
- The insertion delay to the later sink of the worst-skew pair is 0.30 ns.
- The total area inside the core boundary comes to 5205 um^2.
- The cell at the root of the clock tree is sky130_fd_sc_hd__clkbuf_8.
- The maximum number of pins on one net before global-route repair is 33.
- The count of state elements after synthesis reads 47.
- Leaving out buffers and inverters, the combinational logic in the layout accounts for 1027 um^2.
- The non-filler instance count after layout reads 340.
- In the post-route analysis, the smallest setup slack over all paths is -0.1262 ns.
- The area added between synthesis and finish reads 55.79%.
- For reference, the critical path cell chain is mux4_2 > inv_2 > ha_4 > inv_2 > mux4_2 > buf_2.
- For this run, the script counts the antenna cells in the layout as 0.
- TritonCTS created 5 clock buffers.
- The detailed placement HPWL is 3.451 mm.
- In this run the vertical extent of the chip is 76.24 um.
- The worst-case clock skew is 0.005213 ns.
- After synthesis, the netlist uses 29 different library cells.
- The floorplan-stage core utilization is 42.36%.
- The longest clock path from root to sink contains 2 buffers.
- The cell family contributing the most delay on the critical path is multiplexers.
- Final hold analysis gives a worst-case slack of 0.4502 ns.
- Clock-pin slew was measured on the worst setup and hold paths at 0.09 ns.
- The full die area reads 5813 um^2.
- The number of placed instances, taps included, is 320.
- The type of element launching the critical path reads a flop.
- The hold violation count in the final report reads 0.
- In the final routed layout, each cell accounts on average for 14.16 um.
- The largest individual stage delay along the critical path comes from the cell sky130_fd_sc_hd__mux4_2.
- The mean number of vias per cell reads 4.800.
- CTS built an H-tree with a depth of 2.
- The number of nets with antenna violations after routing reads 0.
- In this run, the number of DRC markers left after iteration 0 of detailed routing was 55.
- The number of placed I/O pins reads 97.
[what timing repair did]
item | in CTS | in global routing
setup endpoints to repair | 7 | 7
pin swaps | 9 | 2
buffers inserted | 10 | 2
gates resized | 60 | 4
[kinds of logic (layout without fill, tap and decap cells)]
family	after synthesis	in the layout	synth area share, %
multiplexers	42	42	24.12
XOR/XNOR	12	12	4.767
adder cells (fa/ha/maj)	9	9	5.108
AND/OR/NAND/NOR	26	26	6.130
buffers and inverters	21	127	4.427
flip-flops	47	47	53.35
other	1	1	0.1701
AND-OR/OR-AND	6	6	1.930
[routing by layer]
layer,track usage [%],routed length (um),vias up
met2,28.29,2272,60
met3,3.893,285,9
met4,2.308,51,0
met5,0,0,-
met1,29.08,2205,784
li1,-,-,779
[path summary, 6_finish.rpt]
check,depth (start not counted),slack (ns),to
max in group asynchronous,3,1.49,display.count[11]$_DFF_PP0_
setup / recovery,6,-0.13,hex_display[3]
setup reg to reg,5,1.30,display.count[12]$_DFF_PP0_
min in group asynchronous,2,0.55,slave.data_reg[21]$_DFFE_PP0P_
hold reg to reg,1,0.45,display.count[0]$_DFF_PP0_
hold / removal,1,0.45,display.count[0]$_DFF_PP0_
[stage by stage]
step / setup WS (ns) / power [mW] / cell area [um^2]
final: -0.1262 / 2.478 / 3435
after global routing: -0.1991 / 2.645 / 3435
after CTS: -0.1364 / 2.506 / 3405
after detailed placement: -0.6641 / 2.037 / 3162
after global placement: -0.6247 / 2.021 / 3162
after floorplan: 0.2574 / 1.362 / 2205
[Yosys cell counts]
| library cell | number | share of area, % |
|---|---|---|
| sky130_fd_sc_hd__dfrtp_1 | 47 | 53 |
| sky130_fd_sc_hd__buf_1 | 3 | 0.51 |
| sky130_fd_sc_hd__nand4_1 | 2 | 0.57 |
| sky130_fd_sc_hd__o22ai_1 | 3 | 0.85 |
| sky130_fd_sc_hd__buf_4 | 1 | 0.34 |
| sky130_fd_sc_hd__mux4_2 | 3 | 3.1 |
| sky130_fd_sc_hd__or2_2 | 1 | 0.28 |
| sky130_fd_sc_hd__nand2_1 | 5 | 0.85 |
| sky130_fd_sc_hd__nand2b_1 | 1 | 0.28 |
| sky130_fd_sc_hd__clkbuf_1 | 2 | 0.34 |
| sky130_fd_sc_hd__xnor2_1 | 4 | 1.6 |
| sky130_fd_sc_hd__mux2i_1 | 4 | 1.8 |
| sky130_fd_sc_hd__or2b_1 | 1 | 0.34 |
| sky130_fd_sc_hd__buf_6 | 2 | 1.0 |
| sky130_fd_sc_hd__mux2_2 | 33 | 17 |
| sky130_fd_sc_hd__nand3b_1 | 1 | 0.34 |
| sky130_fd_sc_hd__inv_1 | 13 | 2.2 |
| sky130_fd_sc_hd__conb_1 | 1 | 0.17 |
| sky130_fd_sc_hd__mux4_1 | 2 | 2.4 |
| sky130_fd_sc_hd__or2_4 | 1 | 0.40 |
| sky130_fd_sc_hd__ha_1 | 9 | 5.1 |
| sky130_fd_sc_hd__xor2_1 | 8 | 3.2 |
| sky130_fd_sc_hd__nor3_1 | 4 | 0.91 |
| sky130_fd_sc_hd__a32o_1 | 1 | 0.45 |
| sky130_fd_sc_hd__nand3_1 | 6 | 1.4 |
| sky130_fd_sc_hd__nor2_1 | 3 | 0.51 |
| sky130_fd_sc_hd__o21ai_1 | 1 | 0.23 |
| sky130_fd_sc_hd__nor4_1 | 1 | 0.28 |
| sky130_fd_sc_hd__o221ai_1 | 1 | 0.40 |
[layout make-up]
| cell class | instances | share of cell area, % |
|---|---|---|
| flip-flops and latches | 47 | 34.28 |
| clock buffers | 5 | 2.004 |
| repair buffers | 106 | 29.22 |
| well taps | 70 | 2.550 |
| inverters | 13 | 1.494 |
| multi-input cells | 96 | 29.91 |
| clock inverters | 3 | 0.5464 |
[power breakdown]
part / total (mW) / internal [mW] / switching (mW) / leakage [nW]
combinational: 0.908 / 0.717 / 0.191 / 0.893
sequential: 1.13 / 0.996 / 0.135 / 0.578
clock: 0.439 / 0.190 / 0.249 / 0.0483
No activity file was given, so power comes from the tool's default toggle rates.
